--- flow/design.v ---
module FlipFlopRegister(
        input logic clk,
        input logic reset,
        input logic enable,
        input logic [7:0] data_in,
        output logic [7:0] data_out
    );
    logic [7:0] register;
    always_ff@(posedge clk or posedge reset) begin
        if (reset)
            register <= 8'b00000000;
        else if (enable)
            register <= data_in;
    end
  assign data_out = register;
endmodule
--- flow/run.sh ---
#!/bin/bash
# OpenROAD 26Q1-2900-gdf79404cd8, Yosys 0.63+post, stock flow scripts
make -C /OpenROAD-flow-scripts/flow DESIGN_CONFIG=/design/flow/config.mk WORK_HOME=/design/flow/orfs finish
--- flow/config.mk ---
export PLATFORM = sky130hd
export DESIGN_NAME = FlipFlopRegister
export DESIGN_NICKNAME = FlipFlopRegister
export VERILOG_FILES = /design/flow/design.v
export SDC_FILE = /design/flow/constraint.sdc
export NUM_CORES = 4
export LEC_CHECK = 1
export CORE_AREA = 10 10 70 70
export DIE_AREA = 0 0 80 80
--- flow/constraint.sdc ---
current_design FlipFlopRegister

set clk_period 1.0
set clk_io_pct 0.2

create_clock -name clk0 -period $clk_period [get_ports {clk}]

set non_clock_inputs [all_inputs -no_clocks]
set_input_delay [expr $clk_period * $clk_io_pct] -clock clk0 $non_clock_inputs
set_output_delay [expr $clk_period * $clk_io_pct] -clock clk0 [all_outputs]
==> summary.txt <==
Summary of the current implementation state.

- The worst clock skew is 0 ns, for reference.
- Buffers inserted to repair hold after CTS numbered 0.
- The post-synth tally of flip-flops with integrated enable is 0, for reference.
- The number of global-route vias before repair is 297, for reference.
- The run finished with clean final reports.
- Antenna repair during routing inserted a diode count of 0.
- The count of final max-slew check failures is 0, for reference.
- Looking at the worst setup and hold paths, the clock pins of their registers show a slew of 0.05 ns.
- Overall power consumption after layout is estimated at 768.2 uW.
- The routed design has 864 um of wire.
- Max fanout on the critical path was recorded as 2.
- The mean number of vias per cell is 2.506, for reference.
- The total number of vias is 223, for reference.
- The logs give a warning total of 26.
- CTS reports a maximum clock tree buffer depth of 2.
- In this run the biggest area consumer among cell types represents 59.70% of the synthesized area.
- The first-pass GRT wire length is 1435 um, for reference.
- Per the OpenROAD floorplan log, the width of the die is 80 um.
- The flop-to-flop setup slack is 0.13 ns, for reference.
- In this design, the stage delay of the slowest critical-path cell is 0.38 ns.
- The number of clock sinks is 8, for reference.
- The final critical-path share of the clock period is 93.90%, for reference.
- After synthesis, the most frequently instantiated cells are dfrtp_1, mux2_4, buf_6, inv_1.
- According to the floorplan log, the row count is 21.
- The startpoint identified for the worst register-to-register timing path is register[0].
- The clock tree from TritonCTS is built, for reference.
- The largest registers in the layout are register x8.
- The mapped netlist covers 335.3 um^2.
- The number of library cell types mapped by synthesis is 4, for reference.
- The number of antenna violations at the first check in global routing is 0, for reference.
- Per the GRT congestion report, total overflow comes to 0.
- Excluding fillers, the count of instances in the completed layout stands at 89.
- After floorplanning, the core was sized to cover 3416 um^2.
- The number of buffers and inverters on the critical path is 1, for reference.
- Note that the worst hold path type here is in2async.
- The worst-case max-slew headroom was logged as 80.55%.
- The sequential cell area fraction in the yosys report is 59.70%, for reference.
- After synthesis, the design contains 18 cells according to Yosys.
- The global-route track usage on met3 is 1.477%, for reference.
- The number of cells on the worst reg-to-reg path is 2, for reference.
- The maximum number of pins on one net before global-route repair is 9, for reference.
- The yosys warning tally is 1, for reference.
- The cell class contributing the biggest share of worst-path delay is flip-flops, for reference.
- Post-synthesis, Yosys gives the total cell area as 335.3 um^2.
- According to the timing report, the data required time at the worst endpoint equals 0.80 ns.
- met1 track demand over resource after global routing is 2.900%.
- Global routing used 2.839% of the available tracks across all layers.
- The final weighted congestion in routability-driven placement is 0.7078, for reference.
- The slowest library cell on the worst path is dfrtp_1, for reference.
- The number of hold-slack violations in the final timing report is 0, for reference.
- The clock latency of the later-clocked register in the worst-skew pair is 0.24 ns, for reference.
- The share of the core filled with cells in the final layout is 17.36%, for reference.
- Routing resource usage on met2 recorded by global route was 4.575%.
- The total power per unit cell area is 1295 nW/um^2, for reference.
- Per the detail_route report, routed wire per instance is 9.708 um.
- Per the synth stats, the proportion of register bits with asynchronous set or reset is 100.0%.
- Subtracting the final worst setup slack from the clock period gives 0.9390 ns.
- The area enclosed by the die boundary is 6400 um^2, for reference.
- Counting tap cells, the placed design contains a total of 84 instances.
- In this run the critical path is formed by buf_2.
- CTS built an H-tree with a depth of 1.
- The worst-case vdd ir drop is 0.0001949 V, for reference.
- The synthesized instance count is 18, for reference.
- Averaged over all synthesized cells, the footprint is 18.63 um^2.
- Counting flops per register, the top entry is register.
- In the synthesized netlist the dominant register cell turns out to be dfrtp_1.
- The flip-flop count of the largest register, all copies and words added is 8, for reference.
- The residual antenna-violating net count after detailed routing is 0, for reference.
- Setup repair after global routing left no endpoint under its margin.
- The placed cell area is 596.8 um^2, for reference.
- The number of flip-flops and latches in the synthesized netlist is 8, for reference.
- The data arrival at the endpoint of the critical path is 0.74 ns, for reference.
- The static power due to leakage is 0.0002796 uW, for reference.
- The critical path is of the reg2out type.
- The worst setup path is captured at an output pin.
- The global routing stage identified its most utilized layer as met2.
- For this run the detailed placement stage logged an HPWL of 733.1 um.
- The worst flop-to-flop path endpoint is register[0], for reference.
- The DRC violation total left in the routed layout is recorded as 0.
- The number of primary I/O pins is 19, for reference.
- The final non-filler cell area is 593.1 um^2, for reference.
- The first TritonRoute pass finished after 2 iterations.
- The actual slew at the worst max-slew pin is 0.2914 ns, for reference.
- At the floorplan stage, the core utilization is reported as 9.817%.
- The tally of max-capacitance violations is 0, for reference.
- Input and output buffers added on the ports amount to 18.
- The vertical extent of the die is 80 um, for reference.
- The maximum operating frequency is 1065 MHz, for reference.
- The violation count after the first detailed-route iteration is 17, for reference.
- The nature of the critical path startpoint is a flop, for reference.
- In the final layout, the share of cells above drive strength 1 is 55.81%.
- CTS added clock buffers totalling 3.
- The total setup violations reported at the end of the flow is 0, for reference.
- The CTS root buffer is clkbuf_4, for reference.
- The largest area contributor in the synthesized netlist is dfrtp_1, for reference.
- The area growth from synthesis to final layout is 76.87%, for reference.
- In the post-synthesis netlist, the biggest area contributors are dfrtp_1, mux2_4, buf_6.
==> final cells by class <==
type / instances / area (um^2)
Fill cell: 384 / 2823
Sequential cell: 8 / 200.2
Timing Repair Buffer: 23 / 188.9
Multi-Input combinational cell: 8 / 120.1
Tap cell: 46 / 57.56
Clock buffer: 3 / 22.52
Inverter: 1 / 3.754
==> timing repair <==
action,CTS,global route
buffers inserted,3,0
setup endpoints to repair,16,3
gates resized,23,2
==> where the power goes <==
group	total, uW	leakage, uW	switching [uW]	internal (uW)
logic	165	0.000172	38.6	127
registers	374	0.0000935	16.8	357
clock network	229	0.0000138	92.7	136
total	768	0.000280	148	620
==> worst max-delay path by stage <==
stage      startpoint     endpoint  cells after the start
4_1_cts   register[3]  data_out[3]                      1
5_1_grt   register[6]  data_out[6]                      1
6_report  register[7]  data_out[7]                      1
==> per-layer routing <==
metal | routed length (um) | vias to the layer above
li1 | - | 112
met1 | 348 | 98
met2 | 416 | 11
met3 | 58 | 2
met4 | 41 | 0
met5 | 0 | -
==> cells in the final DEF, fill, tap and decap left out <==
cell	n
buf_12	1
buf_2	6
buf_4	4
clkbuf_2	2
clkbuf_4	3
clkdlybuf4s50_1	9
dfrtp_1	8
dlygate4sd2_1	1
inv_1	1
mux2_4	8
==> stage by stage <==
step | setup TNS, ns | hold WS (ns) | setup slack [ns]
3_5_place_dp | -2.217 | 0.4742 | -0.2728
2_1_floorplan | 0 | 0.01566 | 0.2579
5_1_grt | 0 | 0.2593 | 0.005673
4_1_cts | -0.03744 | 0.2109 | -0.03744
6_report | 0 | 0.2120 | 0.06095
3_3_place_gp | -2.211 | 0.4649 | -0.2685
==> cell families after synthesis <==
family / after synthesis / synth area share (%)
multiplexers: 8 / 35.82
buffers and inverters: 2 / 4.476
flip-flops: 8 / 59.70
Power is estimated from default activity; no workload was simulated.
